==> design/flow/design.v <==
`timescale 1ns / 1ps
module sig_control (
    output reg [1:0] hwy, cntry,  
    input wire X,                 
    input wire clock, clear       
);
reg [2:0] state, next_state;
reg [3:0] counter;  
initial begin
    state = 3'd0;
    next_state = 3'd0;
    hwy = 2'd2;
    cntry = 2'd0;
    counter = 0;
end
always @(posedge clock) begin
    if (clear) begin
        state <= 3'd0;
        counter <= 0;
    end else begin
        state <= next_state;
        if (counter > 0) counter <= counter - 1;
    end
end
always @(state) begin
    case (state)
        3'd0: begin
            hwy = 2'd2;
            cntry = 2'd0;
            counter = 3;
        end
        3'd1: begin
            hwy = 2'd1;
            cntry = 2'd0;
            counter = 3;
        end
        3'd2: begin
            hwy = 2'd0;
            cntry = 2'd0;
            counter = 2;
        end
        3'd3: begin
            hwy = 2'd0;
            cntry = 2'd2;
            counter = 0;  
        end
        3'd4: begin
            hwy = 2'd0;
            cntry = 2'd1;
            counter = 3;
        end
        default: begin
            hwy = 2'd0;
            cntry = 2'd0;
            counter = 0;
        end
    endcase
end
always @(posedge clock) begin
    if (clear) 
        next_state <= 3'd0;
    else if (counter == 0) begin
        case (state)
            3'd0: next_state <= (X ? 3'd1 : 3'd0);
            3'd1: next_state <= 3'd2;
            3'd2: next_state <= 3'd3;
            3'd3: next_state <= (X ? 3'd3 : 3'd4);
            3'd4: next_state <= 3'd0;
            default: next_state <= 3'd0;
        endcase
    end
end
endmodule
==> design/flow/run.sh <==
#!/bin/bash
# OpenROAD 26Q1-2900-gdf79404cd8, Yosys 0.63+post, stock flow scripts
make -C /OpenROAD-flow-scripts/flow DESIGN_CONFIG=/design/flow/config.mk WORK_HOME=/design/flow/orfs finish
==> design/flow/config.mk <==
export PLATFORM = sky130hd
export DESIGN_NAME = sig_control
export DESIGN_NICKNAME = sig_control
export VERILOG_FILES = /design/flow/design.v
export SDC_FILE = /design/flow/constraint.sdc
export NUM_CORES = 4
export LEC_CHECK = 1
export CORE_AREA = 10 10 70 70
export DIE_AREA = 0 0 80 80
==> design/flow/constraint.sdc <==
current_design sig_control

set clk_period 1.4
set clk_io_pct 0.2

create_clock -name clk0 -period $clk_period [get_ports {clock}]

set non_clock_inputs [all_inputs -no_clocks]
set_input_delay [expr $clk_period * $clk_io_pct] -clock clk0 $non_clock_inputs
set_output_delay [expr $clk_period * $clk_io_pct] -clock clk0 [all_outputs]
==> results.yml <==
# synthesis and place-and-route metrics
min_path:
  min_path_type: "flip-flop to flip-flop"
synth:
  syn_avg_cell_area_um2: 10.2
  ys_cells: 22
  synthCells: 22
  yosys_register_bits: 6
  ys_seq_share_pct: 53.6
  ys.warnings.count: 8
  ys_chip_area_um2: 224
  netlist_area_um2: 224
  yosysUniqueCellTypes: 9
setup_path:
  critPathMaxFanout: 5
  critPathKind: "flip-flop to output port"
  cp.arrival_ns: 1.05
  crit_path_start_kind: "flip-flop"
  worstSetupEndpointType: "output port"
  cp.required_ns: 1.12
sta:
  period_needed_ns: 1.33
  worstMarginPinSlew_ns: 0.229
  clock_skew_ns: 0.00266
  finalSetupViolCount: 0
  grt_setup_unrepaired: "no"
  finalCritPeriodShare_pct: 95.2
  fmax_mhz: 751
  slew_violations: 0
  hold_violations: 0
  relSlewSlack_pct: 84.7
  tns_ns: 0
clocking:
  cts_root_buffer: "clkbuf_4"
  cts_made_buffers: 3
  cts.clk_slew.worst_paths_ns: 0.04
  htreeDepth: 1
  clock_sinks: 6
  clk_latency_ns: 0.24
  cts_tree: "built"
  clock_path_buffers: 2
  hold_buffers: 0
job:
  cap_violations: 0
  tool_warnings: 26
global_routing:
  grt_usage_pct: 1.74
  grt_pass1_vias: 178
  grt_start_max_net_pins: 7
  grt.overflow.total: 0
  grt_pass1_wl_um: 821
  antenna_found_initial: 0
routing:
  avgRoutedWirePerCell_um: 6.58
  wl_um: 513
  viasPerCell: 2.35
  vias: 183
  antenna_cells: 0
  firstDrtPassIters: 2
  drtIter0Drc: 10
  final_antenna_net_count: 0
  drcViolationCount: 0
die:
  fp_util_pct: 6.56
  core_area_um2: 3420
  die_h_um: 80
  rows: 21
  chipArea_um2: 6400
  ios: 7
  die_w_um: 80
power_and_ir_drop:
  leakage_nw: 0.147
  total_power_mw: 0.330
  vdd_ir_drop_max_mv: 0.179
  power_density_nw_per_um2: 838
placement:
  gp_routability_congestion: 0.678
  placed_area_um2: 342
  dp_hpwl_um: 362
  port-buffer-count: 6
layout:
  area_growth_pct: 76.0
  drive_gt1_share_pct: 37.5
  final_area_um2: 394
outcome:
  status: "completed"
## registers in the layout, summed over array words and instances (netlist names)
| signal | flops |
|---|---|
| next_state | 3 |
| state | 3 |
## timing repair
item,4_1_cts,5_1_grt
pin swaps,0,1
resized,9,3
endpoints found under the setup margin,4,1
setup buffers,1,0
## metrics by stage
step	util (%)	cells	setup WS (ns)	hold slack (ns)
detailed placement	10.0	74	0.0282	0.451
global placement	10.0	74	0.0599	0.451
CTS	11.3	78	-0.114	0.448
global route	11.5	78	0.0191	0.467
floorplan	-	22	0.458	0.349
finish	11.5	78	0.0677	0.447
## critical path, cell delays in order, from the launching register on
cell and delay (ns):
dfxtp_4 0.36, and3b_2 0.21, dlygate4sd2_1 0.23
## cell type report
cell class | count | area, um2
well taps | 46 | 57.6
multi-input cells | 16 | 119
flip-flops and latches | 6 | 129
clock buffers | 3 | 22.5
repair buffers | 7 | 66.3
fillers | 395 | 3020
## synth_stat cells, drive strengths merged
cell type  count  share of area (%)
dfxtp          6                 54
nand2b         4                 11
a21oi          3                6.7
nor2b          3                8.4
nor3b          2                6.7
and3b          1                4.5
maj3           1                5.0
nand2          1                1.7
nor3           1                2.2
## per-layer routing
layer  track usage, %  wire length [um]
met1             2.07               254
met2             1.93               148
met3             2.16               109
met4            0.176                 0
met5                0                 0
## kinds of logic after synthesis
family | synth area share [%]
flip-flops | 53.6
adder cells (fa/ha/maj) | 5.03
AND/OR/NAND/NOR | 34.6
AND-OR/OR-AND | 6.70
## cell usage in the layout (no fill, tap or decap), types with 2 or more instances in the layout
cell             Yosys  routed
dfxtp_1              6       3
clkbuf_4             0       3
dfxtp_4              0       2
a21oi_1              3       3
nor2b_1              3       3
dlygate4sd2_1        0       3
nand2b_1             4       4
nor3b_2              0       2
clkdlybuf4s50_1      0       2
## report_power, final
group,total [mW],internal (mW),switching [mW]
Sequential,0.168,0.168,0.000000000000000843
Clock,0.154,0.0966,0.0574
Combinational,0.00872,0.00537,0.00335
Total,0.330,0.270,0.0607
## worst paths after layout
| path | start | endpoint | slack [ns] | cells past startpoint |
|---|---|---|---|---|
| worst min register to register | next_state[2]$_SDFFE_PP0N_ | state[2]$_SDFF_PP0_ | 0.45 | 1 |
| worst max-delay path | state[2]$_SDFF_PP0_ | cntry[1] | 0.07 | 2 |
| worst max register to register | state[1]$_SDFF_PP0_ | next_state[1]$_SDFFE_PP0N_ | 0.36 | 3 |
| worst min-delay path | next_state[2]$_SDFFE_PP0N_ | state[2]$_SDFF_PP0_ | 0.45 | 1 |
